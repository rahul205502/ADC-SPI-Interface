File: design/flow/run.sh
#!/bin/bash
# OpenROAD 26Q1-2900-gdf79404cd8, Yosys 0.63+post, stock flow scripts
make -C /OpenROAD-flow-scripts/flow DESIGN_CONFIG=/design/flow/config.mk WORK_HOME=/design/flow/orfs finish
File: design/flow/config.mk
export PLATFORM = sky130hd
export DESIGN_NAME = ADC2
export DESIGN_NICKNAME = ADC2
export VERILOG_FILES = /design/flow/design.v
export SDC_FILE = /design/flow/constraint.sdc
export NUM_CORES = 4
export LEC_CHECK = 1
export CORE_UTILIZATION = 30
File: design/flow/constraint.sdc
current_design ADC2

set clk_period 2.5
set clk_io_pct 0.2

create_clock -name clk0 -period $clk_period [get_ports {clk}]

set non_clock_inputs [all_inputs -no_clocks]
set_input_delay [expr $clk_period * $clk_io_pct] -clock clk0 $non_clock_inputs
set_output_delay [expr $clk_period * $clk_io_pct] -clock clk0 [all_outputs]
File: design/flow/design.v
module ADC2 (
    input  wire        clk,
    input  wire        enable,
    input  wire        spi_miso,  
    output wire        clk_out,
    output wire        a1,
    output wire        a2,
    output reg         spi_sck,  
    output reg         amp_cs,
    output reg         adc_conv,  
    output reg         spi_mosi,
    output reg         amp_shdn,
    output wire        spi_ss_b, sf_ce0, fpga_init_b, dac_cs,  
    output reg  [13:0] adc_data1,
    output reg  [13:0] adc_data2, 
    output wire [33:0] adc_data  
);                               
reg adc_sent = 0;
reg [2:0] cnt = 0;
reg [3:0] clk_10_count = 0;
reg [6:0] adc_clk_count = 0;  
reg [5:0] adc_bit_count = 14;     
reg [3:0] gain_count = 8;    
reg [4:0] pos_count, neg_count;
reg [7:0] data_gain = 8'b00010001;  
reg [5:0] state = 6'b000000;
assign spi_ss_b = 0;     
assign sf_ce0 = 1;   
assign fpga_init_b = 1;  
assign dac_cs = 1;   
always @ (posedge clk or posedge enable) begin
    if (enable) begin
        pos_count <= 0;
    end 
    else begin
        if (pos_count == 24) pos_count <= 0;
        else pos_count <= pos_count + 1;
    end
end
always @ (negedge clk or posedge enable) begin
    if (enable) begin
        neg_count <= 0;
     end
     else begin
        if (neg_count == 24) neg_count <= 0;
        else neg_count <= neg_count + 1;
     end
end
assign clk_out = ((pos_count > (25 >> 1)) | (neg_count > (25 >> 1) ));
assign a1 = amp_cs;
assign a2 = adc_conv;
 assign adc_data = {2'bzz, adc_data1, 2'bzz, adc_data2, 2'bzz};
always @ (posedge clk_out or posedge enable) begin
    if (enable) begin
        spi_sck <= 0;
        amp_shdn <= 0;
        adc_conv <= 0;
        amp_cs <= 1;
        spi_mosi <= 0;
        state <= 1;
        end
        else begin
        case (state)  
        1: begin
            state <= 2;
        end
        2: begin
            spi_sck <= 0;
            amp_cs <= 0;
            state <= 3;
        end
        3: begin
            spi_sck <= 0;
            state <= 4;
        end
        4: begin     
            spi_sck <= 0;
            amp_shdn <= 0;
            amp_cs <= 0;
            spi_mosi <= data_gain [gain_count - 1];
            gain_count <= gain_count - 1;
            state <= 5;
        end
        5: begin
            amp_cs <= 0;
            spi_sck <= 1;
            if (gain_count > 0) state <= 6;
            else begin
                spi_sck <= 1;
                amp_shdn <= 0;
                amp_cs <= 0;
                gain_count <= 8;
                state <= 7;
            end
        end
        6: begin
            spi_sck <= 1;
            state <= 3;
        end
        7: begin
            amp_cs <= 0;
            spi_sck <= 1;
            state <= 8;
        end
        8: begin
            spi_sck <= 0;
            state <= 9;
        end
        9: begin
            spi_sck <= 0;
            state <= 10;
        end
        10: begin
            if (cnt > 5) begin  
                spi_sck <= 0;
                state <= 11;
                cnt <= 0;
            end
            else begin
                cnt <= cnt + 1;
                spi_sck <= 0;
            end
        end
        11: begin
            amp_cs <= 1;  
            spi_sck <= 0;
            state <= 12;
        end
        12: begin
            spi_sck <= 0;
            state <= 13;
        end
        13: begin
            spi_sck <= 1;
            state <= 14;
        end
        14: begin
            spi_sck <= 1;
            state <= 15;
        end
        15: begin
            spi_sck <= 0;
            state <= 30;
        end
        30: begin
            spi_sck <= 0;
            state <= 16;
        end
        16: begin
            adc_conv <= 1;   
            spi_sck <= 0;
            state <= 17;
        end
        17: begin
            spi_sck <= 0;
            state <= 18;
        end
        18: begin
            adc_conv <= 0;
            spi_sck <= 0;
            state <= 19;
        end
        19: begin
            if (cnt > 3) begin    
                spi_sck <= 0;
                cnt <= 0;
                state <= 20;
            end
            else begin
                cnt <= cnt + 1;
                state <= 19;
            end
        end
        20: begin
            spi_sck <= 0;
            state <= 21;
        end
        21: begin
            spi_sck <= 0;
            adc_conv <= 0; 
            adc_clk_count <= adc_clk_count + 1;
            state <= 22;
        end
        22: begin
            spi_sck <= 1;
            state <= 23;
        end
        23: begin
            spi_sck <= 1;
            if (adc_clk_count == 34) begin
                adc_sent <= 1;
                state <= 24;
            end
            else if (adc_clk_count <= 2) begin  
                state <= 20;
            end
            else if ((adc_clk_count>2) && (adc_clk_count<=16)) begin  
                adc_data1[adc_bit_count - 1] <= spi_miso;  
                adc_bit_count <= adc_bit_count - 1;
                state <= 20;
            end
            else if ((adc_clk_count > 16) && (adc_clk_count <= 18)) begin  
                adc_bit_count <= 14;
                state <= 20;
            end
            else if ((adc_clk_count > 18) && (adc_clk_count <= 32)) begin  
                adc_data2[adc_bit_count - 1] <= spi_miso;
                adc_bit_count <= adc_bit_count - 1;
                state <= 20;
            end
            else if (adc_clk_count == 33) begin  
                state <= 20;
            end
        end
        24: begin 
            adc_clk_count <= 0;
            adc_bit_count <= 14;
            spi_sck <= 0;
            state <= 25;
        end
        25: begin
            spi_sck <= 0;
            adc_sent <= 0;
            state <= 26;
        end
        26: begin
            spi_sck <= 1;
            amp_shdn <= 0;
            state <= 27;
        end
        27: begin
            spi_sck <= 1;
            state <= 28;
        end
        28: begin
            if (cnt > 4) begin
                spi_sck <= 0;
                state <= 16;  
                cnt <= 0;
            end
            else begin
                cnt <= cnt + 1;
                spi_sck <= 0;
                state <= 28;
            end
        end
        endcase
        end
    end
endmodule
==> run_results.csv <==
group,metric,value,unit
run_status,status,"finished, violations left",
run_status,violations,"setup timing",
routing,drcViolationCount,0,
pwr,switching_share,16.50,%
synth,yosys_most_used_dff,"edfxtp_1",
routing,top_layer_used,"met4",
sta,untimed_endpoints,167,
routing,wl_met2,4.070,mm
setup_path,endpoint_kind,"primary output",
synth,synthCells,484,
clock_tree,cts_setup_buffers,0,
setup_path,cp_max_fo,2,
floorplan,die_y,126.9,um
synth,edf_count,48,
flow_run,log.warning_count,36,
layout,layout-drive-gt1-share,12.06,%
sta,unclocked_pins,57,
synth,ys_area,4682,sq um
clock_tree,cts_hold_buf,0,
synth,async_flop_share,28.36,%
layout,fin_cells,694,
floorplan,die_area,16110,sq um
sta,tightest_slew,826.9,ps
hold_path,hold_class,"reg -> reg",
place,place_area,5293,sq um
synth,syn_area_per_cell,9.674,sq um
routing,wl_met1,4.600,mm
global_route,grt_pass1_vias,3184,
floorplan,ios,77,
layout,area_growth,14.94,%
setup_path,cp_top_family,"flip-flops",
sta,whs,444.6,ps
synth,synth.top_cell.area_share,30.79,%
global_route,grt_max_degree,58,
synth,common_cells,"55 x nor2_1, 48 x edfxtp_1, 41 x buf_4",
pwr,p_per_area,90.69,nW/um^2
routing,ant_nets,0,
pwr,p_comb_share,3.7,%
floorplan,core-area,15200,sq um
setup_path,worstPathRequired,2000,ps
floorplan,num_rows,45,
synth,yosys.area.top_type,"edfxtp_1",
routing,via_per_inst,4.991,
layout,n_fill_cell,1518,
clock_tree,tritoncts,"yes",
sta,finalSetupTns,-409.3,ps
layout,post-route-util,35.40,%
synth,ys_ff,67,
place,port_buffers,65,
sta,clock-skew-final,1.734,ps
synth,postSynthSeqShare,40.99,%
pwr,sequentialPowerShare,33.5,%
routing,met3_length,369,um
routing,detail_route.wl_per_cell,13.07,um
place,gp_congestion,0.8679,
pwr,power.switching,0.08051,mW
setup_path,crit_chain,"inv_2 -> ha_4 -> o21ai_4 -> buf_2",
global_route,grt-ovfl-total,0,
pwr,p_int,0.4075,mW
routing,drtIter0Drc,234,
setup_path,worstSetupPathType,"reg -> out",
pwr,peakVddDrop,0.3266,mV
pwr,clkPwrFrac,62.8,%
routing,via_count,3464,
routing,drt_first_pass_iters,4,
sta,hold_viol_final,0,
layout,design_area,5381,sq um
pwr,leakagePower,1.913,nW
floorplan,die_w,126.9,um
synth,ys.warnings.count,4,
setup_path,worst_setup_path_start_kind,"flop",
synth,synth_cell_type_count,70,
flow_run,maxCapViolations,0,
floorplan,fp_util,30.80,%
synth,top_cells_by_area,"edfxtp_1 31%, buf_4 6.6%, dfrtp_1 6.4%, mux2_2 6.3%, ha_1 5.9%",
routing,antenna_cells,0,
clock_tree,clk_latency,230,ps
clock_tree,cts_buffers,3,
clock_tree,clk_pin_slew,30,ps
global_route,grt_usage,11.98,%
setup_path,cpPeakStageDelay,420,ps
sta,setup_slack,-409.3,ps
synth,netlist_area,4682,sq um
synth,ys_cells,484,
sta,drv_slew,0,
clock_tree,clk_path_buf_depth,2,
routing,wl,9.071,mm
sta,slew_headroom,44.70,%
synth,yosysMostFrequentCell,"nor2_1",
global_route,antenna_found_initial,0,
sta,setup_viol_count_final,1,
sta,rsz0062_at_grt,"true",
setup_path,critPathBufInv,2,
place,place_inst,690,
place,dp_hpwl,6.993,mm
clock_tree,htree_levels,1,
setup_path,arrival,2410,ps
setup_path,critPathSlowestCell,"dfrtn_1",
global_route,grt_pass1_wl,15.66,mm
clock_tree,cts_root_buf,"clkbuf_16",
==> cells by family (layout without fill, tap and decap cells) <==
family / count (synthesis) / in the layout / synth area share, %
flops: 67 / 67 / 40.99
compound gates: 79 / 79 / 11.54
mux: 32 / 32 / 7.750
buf+inv: 90 / 103 / 10.74
xor+xnor: 19 / 19 / 3.554
simple gates: 173 / 173 / 19.37
other cells: 2 / 11 / 0.1604
fa+ha+maj: 22 / 22 / 5.879
==> worst paths after layout <==
check / from / endpoint / slack, ps / cells after the start
max: neg_count[1] / clk_out / -410 / 4
min: neg_count[0] / neg_count[1] / 440 / 2
max reg2reg: neg_count[1] / neg_count[4] / 1310 / 4
min reg2reg: neg_count[0] / neg_count[1] / 440 / 2
max in group asynchronous: enable / neg_count[2] / 520 / 2
min in group asynchronous: enable / pos_count[4] / 940 / 3
==> final cells by class <==
type	count	area [sq um]	share of cell area (%)
flip-flops and latches	67	1919	35.67
repair buffers	75	720.7	13.39
multi-input cells	336	2327	43.25
well taps	188	235.2	4.371
clock buffers	4	88.84	1.651
inverters	24	90.09	1.674
==> registers in the layout, summed over array words and instances (netlist names) <==
register       count
adc_data1         14
adc_data2         14
adc_clk_count      7
adc_bit_count      6
neg_count          5
pos_count          5
state              5
gain_count         4
cnt                3
adc_conv           1
amp_cs             1
spi_mosi           1
spi_sck            1
==> per-stage QoR <==
stage | total power, mW | worst slack, ps
2_1_floorplan | 0.1877 | -467.2
3_3_place_gp | 0.1841 | -554.9
3_5_place_dp | 0.1843 | -559.3
4_1_cts | 0.4953 | -482.5
5_1_grt | 0.5082 | -507.2
6_report | 0.4880 | -409.3
==> cell usage in the layout (no fill, tap or decap), types with 9 or more instances in the layout <==
cell type and instances:
a21oi_1 11, buf_4 10, clkdlybuf4s50_1 64, conb_1 11, dfrtp_1 12, edfxtp_1 48, ha_1 21, inv_1 21
mux2_2 26, nand2_1 32, nand3_1 12, nor2_1 55, nor3_1 12, o21ai_0 18, xnor2_1 10, xor2_1 9
==> routing by layer <==
layer,vias to the layer above,track usage (%)
met3,2,0.9884
li1,1727,-
met4,0,0.4202
met2,99,19.07
met1,1636,19.40
met5,-,0
==> power groups by stage <==
| stage | logic (mW) | clock network [mW] | registers, mW |
|---|---|---|---|
| CTS | 0.0191 | 0.313 | 0.163 |
| global route | 0.0217 | 0.323 | 0.163 |
| finish | 0.0181 | 0.307 | 0.163 |
==> repair_timing <==
item / CTS / global route
endpoints found under the setup margin: 1 / 1
resized: 4 / 1
pin swaps: 2 / 1
hold endpoints to repair: 0 / 0
==> worst min-delay path, delay by kind of cell (launching register included) <==
family	cells	cell delay, ps
flip-flops	1	340
buffers and inverters	1	70
adder cells (fa/ha/maj)	1	120
Power and IR drop assume default switching activity.
